$ cat design/flow/config.mk
export PLATFORM = sky130hd
export DESIGN_NAME = Mux16x32
export DESIGN_NICKNAME = Mux16x32
export VERILOG_FILES = /design/flow/design.v
export SDC_FILE = /design/flow/constraint.sdc
export NUM_CORES = 4
export LEC_CHECK = 1
export CORE_AREA = 10 10 216 216
export DIE_AREA = 0 0 226 226
$ cat design/flow/constraint.sdc
current_design Mux16x32

set clk_period 8.5
set clk_io_pct 0.2

create_clock -name clk0 -period $clk_period [get_ports {clk}]

set non_clock_inputs [all_inputs -no_clocks]
set_input_delay [expr $clk_period * $clk_io_pct] -clock clk0 $non_clock_inputs
set_output_delay [expr $clk_period * $clk_io_pct] -clock clk0 [all_outputs]
$ cat design/flow/run.sh
#!/bin/bash
# OpenROAD 26Q1-2900-gdf79404cd8, Yosys 0.63+post, stock flow scripts
make -C /OpenROAD-flow-scripts/flow DESIGN_CONFIG=/design/flow/config.mk WORK_HOME=/design/flow/orfs finish
$ cat design/flow/design.v
`timescale 1ns/1ps
`timescale 1ns / 1ps
module Mux16x32 (
    input wire [31:0]D0,
    input wire [31:0]D1,
    input wire [31:0]D2,
    input wire [31:0]D3,
    input wire [31:0]D4,
    input wire [31:0]D5,
    input wire [31:0]D6,
    input wire [31:0]D7,
    input wire [31:0]D8,
    input wire [31:0]D9,
    input wire [31:0]D10,
    input wire [31:0]D11,
    input wire [31:0]D12,
    input wire [31:0]D13,
    input wire [31:0]D14,
    input wire [31:0]D15,
    input  wire [3:0]S,
    input  wire clk,	
    output reg [31:0]Q
    );
    parameter S0=0,S1=1,S2=2,S3=3,S4=4,S5=5,S6=6,S7=7;
    parameter S8=8,S9=9,S10=10,S11=11,S12=12,S13=13,S14=14,S15=15;	
		always @(posedge clk) begin
		case (S)
			S0:Q<=D0;
			S1:Q<=D1;
			S2:Q<=D2;
			S3:Q<=D3;
			S4:Q<=D4;
			S5:Q<=D5;
			S6:Q<=D6;
			S7:Q<=D7;
			S8:Q<=D8;
			S9:Q<=D9;
			S10:Q<=D10;
			S11:Q<=D11;
			S12:Q<=D12;
			S13:Q<=D13;
			S14:Q<=D14;
			S15:Q<=D15;
		endcase
		end
endmodule
==> run notes <==
Results of the run.

The commonest register cell is sky130_fd_sc_hd__dfxtp_1. The slew at the pin closest to its max-slew limit is about 1000 ps. The yosys stat chip area is 4580 um^2.

The timing report gives the clock slew at the launch and capture registers of the worst setup and hold paths as 60 ps. The cell count after placement is 1677. STA classifies the critical path startpoint as a primary input. Between the synthesized netlist and the finished layout, the area growth was recorded as 134%. The portion of total power attributed to sequential cells is 19.8%.

The via count normalized by instance count is between 4 and 5. The HPWL after detailed placement is just under 40000 um. The run finished with clean final reports.

The H-tree generated during clock tree synthesis spans 2 levels. Summing all multi-input logic gate instances after layout gives around 3600 um^2. The aggregate global routing overflow is 0. The switching power is ~0.00030 W. The worst hold path belongs to the class in2reg. The hold violation total from the final report is 0. The wire length recorded after detailed routing is roughly 47000 um. The share of the yosys chip area belonging to registers is 14.0%.

After its last routability iteration, the placer logged a weighted congestion of 0.970. The detailed-router iteration count before antenna repair is 5. The internal portion of the total power is 0.000616 W. The total power divided by cell area is around 86 nW/um^2. Summed over all instances, the cell type with the most area after synthesis is sky130_fd_sc_hd__a22oi_1. Per the OpenROAD floorplan log, the area of the die is a little over 50000 um^2.

The routed layout has approximately 7.9k vias. Per the detail_route report, DRC violations left total 0. The number of synthesized register bits is 32. The clock passes through at most 2 buffers. The time the final worst path needs with I/O delays and setup is roughly 4000 ps.

The sink count of the clock tree is 32. The number of buffers added for setup after CTS is 0. Yosys stat counts around 640 cells in the synthesized netlist. The register with the most flip-flops in the layout has 32 of them.

Warnings reported by Yosys during synthesis add up to 1. Pins over their slew limit in the final report were tallied at 0. The period utilization is between 40 and 50%. The number of instances resized during post-cts repair is 0.

The average wire length per cell after detail routing is around 28 um. The part of the total power dissipated in combinational logic is between 50% and 60%. The count of standard-cell rows is approximately 75. IR analysis of the VDD net gives a maximum drop of around 0.057 mV. The share of synthesized registers carrying an async set or reset is 0%. The maximum number of pins on one net before global-route repair is between 40 and 50. The via count of the first global-routing pass came to ~8.6k. The highest clock rate this design can be run at is 250 MHz. Across all setup checks in the final design, the least slack found is 4490 ps.

The required time of the critical path is ~8700 ps. By area the synthesized netlist is led by sky130_fd_sc_hd__a22oi_1 18%, sky130_fd_sc_hd__dfxtp_1 14%, sky130_fd_sc_hd__o22ai_1 10%, sky130_fd_sc_hd__mux2i_1 9.2%, sky130_fd_sc_hd__nor2_1 7.4%. The critical path class is in2reg.

~550 I/O pins were placed. Counting instances in the post-synthesis netlist gives the leading cell types as 110 x sky130_fd_sc_hd__a22oi_1, 90 x sky130_fd_sc_hd__nor2_1, 75 x sky130_fd_sc_hd__o22ai_1, 42 x sky130_fd_sc_hd__mux2i_1, 35 x sky130_fd_sc_hd__buf_2. The filler cells instantiated in the layout total 4549. The run reported a max-capacitance violation count of 0.

Setup repair after global routing left no endpoint under its margin. The headroom to the max-slew limit is 33.0%. In this run the mean area of a mapped cell was approximately 7.1 um^2. The largest registers in the layout are Q x32. The cell with the most instances after synthesis is sky130_fd_sc_hd__a22oi_1. The number of hold buffers added after cts is 0. The number of standard cells after synthesis is approximately 640. Per the synthesis report, the single largest cell type by area occupies around 18% of cell area. The number of routed nets with antenna violations is 0. The floorplan die height is roughly 230 um.

The total non-filler cell area in the finished layout is 10700 um^2. The initial DRC count is 616. The clock network burns 22.7% of the power. The largest fanout on the critical path is 36. In this run switching power makes up between 30% and 40% of total power.

The floorplan core density is between 10% and 20%. The placeable core area is approximately 42000 um^2. The TritonCTS buffer count is 5. The tally of OpenROAD warnings is 25. The total standard cell area after synthesis is ~4600 um^2. The leakage power of the design is ~3.7 nW. The instance area after placement is about 11000 um^2. The number of standard cells in the final layout excluding fillers is between 1.5k and 2k. The synthesized netlist contains roughly 45 unique library cells.

The overall track demand over capacity in global routing is about 18%. TritonCTS built the clock tree. Setup total negative slack on the finished layout was measured at 0 ps. The worst hold slack is about 1900 ps. The number of port buffers is between 500 and 600. The fraction of final layout cells sized beyond drive strength 1 is 4.80%. The first-pass GRT wire length is roughly 63000 um.

The die span in x is approximately 230 um. The clock tree root buffer cell is sky130_fd_sc_hd__clkbuf_16. The initial antenna violation count is 12. The top register by number of flip-flops is Q.

The worst setup path is captured at a flip-flop. The worst setup slack after placement is about 4100 ps. The worst endpoint data arrival time is around 4200 ps.

The layout report lists the combined flip-flop and latch area as 641 um^2. The final number of setup-violating endpoints is 0. Counting flops with a built-in enable in the synthesized netlist gives 0.
## power by group through the flow
stage / clock (W) / sequential (W) / combinational (W)
CTS: 0.000220 / 0.000182 / 0.000532
global route: 0.000222 / 0.000183 / 0.000561
finish: 0.000209 / 0.000182 / 0.000529
## worst max-delay path, cell delays in order
cell,delay (ps)
sky130_fd_sc_hd__buf_2,80
sky130_fd_sc_hd__buf_4,400
sky130_fd_sc_hd__or2_2,650
sky130_fd_sc_hd__nor2_2,280
sky130_fd_sc_hd__buf_4,280
sky130_fd_sc_hd__a221oi_1,580
sky130_fd_sc_hd__a31oi_1,160
## logic make-up after synthesis
family                 Yosys count  share of synthesized area (%)
AOI/OAI and AO/OA              314                           50.0
buffers and inverters           75                           8.06
DFF                             32                           14.0
muxes                           50                           11.2
and+or+nand+nor                172                           16.8
## stage by stage
| step | util (%) | total power (W) |
|---|---|---|
| finish | 25.6 | 0.000920 |
| global route | 25.6 | 0.000966 |
| CTS | 25.6 | 0.000934 |
| detailed placement | 25.2 | 0.000714 |
| global placement | 25.2 | 0.000715 |
| floorplan | - | 0.000330 |
## metal layers
metal	part of all wire (%)	wire length, um	GRT usage [%]
met2	47	22100	29.0
met4	3.0	1420	4.84
met3	12	5560	7.65
met5	0.19	88	0
met1	38	18100	20.4
## path summary, 6_finish.rpt
check,slack (ps),cells after the start,endpoint,startpoint
worst min-delay path,1880,3,Q[3],S[0]
worst max-delay path,4490,7,Q[21],S[1]
## layout make-up
| class | instances | share of cell area (%) |
|---|---|---|
| repair buffers | 568 | 52.3 |
| multi-input cells | 536 | 33.8 |
| well taps | 539 | 6.28 |
| flip-flops and latches | 32 | 5.97 |
| clock buffers | 7 | 1.33 |
| diodes | 5 | 0.117 |
| clock inverters | 1 | 0.0699 |
| inverters | 2 | 0.0699 |
## cell usage in the layout, fill, tap and decap left out, types with 4 or more instances in the layout
cell type	n
sky130_fd_sc_hd__a21boi_0	4
sky130_fd_sc_hd__mux2i_1	42
sky130_fd_sc_hd__o22ai_1	75
sky130_fd_sc_hd__a22oi_1	110
sky130_fd_sc_hd__o21ai_0	4
sky130_fd_sc_hd__nor2b_4	5
sky130_fd_sc_hd__a31oi_1	27
sky130_fd_sc_hd__nor2_1	86
sky130_fd_sc_hd__clkbuf_16	5
sky130_fd_sc_hd__nand2_1	32
sky130_fd_sc_hd__buf_4	22
sky130_fd_sc_hd__a22o_1	27
sky130_fd_sc_hd__and2_1	6
sky130_fd_sc_hd__dfxtp_1	32
sky130_fd_sc_hd__nand2b_1	10
sky130_fd_sc_hd__clkdlybuf4s50_1	544
sky130_fd_sc_hd__a221oi_1	23
sky130_fd_sc_hd__a32oi_1	5
sky130_fd_sc_hd__nor2b_1	8
sky130_fd_sc_hd__o22a_1	7
sky130_fd_sc_hd__nand4_1	4
sky130_fd_sc_hd__nand3_1	6
sky130_fd_sc_hd__a21oi_1	14
sky130_fd_sc_hd__diode_2	5
sky130_fd_sc_hd__o221ai_1	7
sky130_fd_sc_hd__mux2_2	7
No activity file was given, so power comes from the tool's default toggle rates.
