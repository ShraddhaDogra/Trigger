--- /design/flow/design.v ---
`timescale 1ns/1ps
`timescale 1 ps / 1 ps
module hit_counter (
input [31:0] hit,  
input ld, 	 
input ce,    
input clk,	 
input clr,	 
output [15:0] q, 
output max 	 
);
wire [15:0] c1,c2,c3,c4,c5,c6,c7,c8,c9,c10;
wire [15:0] c11,c12,c13,c14,c15,c16,c17,c18,c19,c20;
wire [15:0] c21,c22,c23,c24,c25,c26,c27,c28,c29,c30;
wire [15:0] c31;
wire [31:0] cy;
reg [31:0] ehit;
parameter zero=16'd0;
always @(negedge clk) if (ce&~max)ehit<=hit; else ehit<=32'd0;  
sync_counter cnt0(
.d(zero), 
.ld(ld),
.en(ehit[0]),
.clk(clk),
.clr(clr),
.q(c1),
.cy(cy[0])
);
sync_counter cnt1(
.d(c1), 
.ld(ld),
.en(ehit[1]),
.clk(clk),
.clr(clr),
.q(c2),
.cy(cy[1])
);
sync_counter cnt2(
.d(c2), 
.ld(ld),
.en(ehit[2]),
.clk(clk),
.clr(clr),
.q(c3),
.cy(cy[2])
);
sync_counter cnt3(
.d(c3), 
.ld(ld),
.en(ehit[3]),
.clk(clk),
.clr(clr),
.q(c4),
.cy(cy[3])
);
sync_counter cnt4(
.d(c4), 
.ld(ld),
.en(ehit[4]),
.clk(clk),
.clr(clr),
.q(c5),
.cy(cy[4])
);
sync_counter cnt5(
.d(c5), 
.ld(ld),
.en(ehit[5]),
.clk(clk),
.clr(clr),
.q(c6),
.cy(cy[5])
);
sync_counter cnt6(
.d(c6), 
.ld(ld),
.en(ehit[6]),
.clk(clk),
.clr(clr),
.q(c7),
.cy(cy[6])
);
sync_counter cnt7(
.d(c7), 
.ld(ld),
.en(ehit[7]),
.clk(clk),
.clr(clr),
.q(c8),
.cy(cy[7])
);
sync_counter cnt8(
.d(c8), 
.ld(ld),
.en(ehit[8]),
.clk(clk),
.clr(clr),
.q(c9),
.cy(cy[8])
);
sync_counter cnt9(
.d(c9), 
.ld(ld),
.en(ehit[9]),
.clk(clk),
.clr(clr),
.q(c10),
.cy(cy[9])
);
sync_counter cnt10(
.d(c10), 
.ld(ld),
.en(ehit[10]),
.clk(clk),
.clr(clr),
.q(c11),
.cy(cy[10])
);
sync_counter cnt11(
.d(c11), 
.ld(ld),
.en(ehit[11]),
.clk(clk),
.clr(clr),
.q(c12),
.cy(cy[11])
);
sync_counter cnt12(
.d(c12), 
.ld(ld),
.en(ehit[12]),
.clk(clk),
.clr(clr),
.q(c13),
.cy(cy[12])
);
sync_counter cnt13(
.d(c13), 
.ld(ld),
.en(ehit[13]),
.clk(clk),
.clr(clr),
.q(c14),
.cy(cy[13])
);
sync_counter cnt14(
.d(c14), 
.ld(ld),
.en(ehit[14]),
.clk(clk),
.clr(clr),
.q(c15),
.cy(cy[14])
);
sync_counter cnt15(
.d(c15), 
.ld(ld),
.en(ehit[15]),
.clk(clk),
.clr(clr),
.q(c16),
.cy(cy[15])
);
sync_counter cnt16(
.d(c16), 
.ld(ld),
.en(ehit[16]),
.clk(clk),
.clr(clr),
.q(c17),
.cy(cy[16])
);
sync_counter cnt17(
.d(c17), 
.ld(ld),
.en(ehit[17]),
.clk(clk),
.clr(clr),
.q(c18),
.cy(cy[17])
);
sync_counter cnt18(
.d(c18), 
.ld(ld),
.en(ehit[18]),
.clk(clk),
.clr(clr),
.q(c19),
.cy(cy[18])
);
sync_counter cnt19(
.d(c19), 
.ld(ld),
.en(ehit[19]),
.clk(clk),
.clr(clr),
.q(c20),
.cy(cy[19])
);
sync_counter cnt20(
.d(c20), 
.ld(ld),
.en(ehit[20]),
.clk(clk),
.clr(clr),
.q(c21),
.cy(cy[20])
);
sync_counter cnt21(
.d(c21), 
.ld(ld),
.en(ehit[21]),
.clk(clk),
.clr(clr),
.q(c22),
.cy(cy[21])
);
sync_counter cnt22(
.d(c22), 
.ld(ld),
.en(ehit[22]),
.clk(clk),
.clr(clr),
.q(c23),
.cy(cy[22])
);
sync_counter cnt23(
.d(c23), 
.ld(ld),
.en(ehit[23]),
.clk(clk),
.clr(clr),
.q(c24),
.cy(cy[23])
);
sync_counter cnt24(
.d(c24), 
.ld(ld),
.en(ehit[24]),
.clk(clk),
.clr(clr),
.q(c25),
.cy(cy[24])
);
sync_counter cnt25(
.d(c25), 
.ld(ld),
.en(ehit[25]),
.clk(clk),
.clr(clr),
.q(c26),
.cy(cy[25])
);
sync_counter cnt26(
.d(c26), 
.ld(ld),
.en(ehit[26]),
.clk(clk),
.clr(clr),
.q(c27),
.cy(cy[26])
);
sync_counter cnt27(
.d(c27), 
.ld(ld),
.en(ehit[27]),
.clk(clk),
.clr(clr),
.q(c28),
.cy(cy[27])
);
sync_counter cnt28(
.d(c28), 
.ld(ld),
.en(ehit[28]),
.clk(clk),
.clr(clr),
.q(c29),
.cy(cy[28])
);
sync_counter cnt29(
.d(c29), 
.ld(ld),
.en(ehit[29]),
.clk(clk),
.clr(clr),
.q(c30),
.cy(cy[29])
);
sync_counter cnt30(
.d(c30), 
.ld(ld),
.en(ehit[30]),
.clk(clk),
.clr(clr),
.q(c31),
.cy(cy[30])
);
sync_counter cnt31(
.d(c31), 
.ld(ld),
.en(ehit[31]),
.clk(clk),
.clr(clr),
.q(q),
.cy(cy[31])
);
assign max = cy[0] | cy[1] | cy[2] | cy[3] | cy[4] | cy[5] | cy[6] | cy[7] | cy[8] | cy[9] | cy[10] | cy[11] | cy[12] | cy[13] | cy[14] | cy[15] | cy[16] | cy[17] | cy[18] | cy[19] | cy[20] | cy[21] | cy[22] | cy[23] | cy[24] | cy[25] | cy[26] | cy[27] | cy[28] | cy[29] | cy[30] | cy[31];
endmodule  
`timescale 1 ps / 1 ps
module sync_counter #(
	  parameter MAX=16'd50000
    )(
input wire [15:0] d,  
input wire ld, 	 
input wire en,	 
input wire clk,	 
input wire clr,	 
output wire [15:0] q, 
output reg cy 	 
);
reg [15:0] cnt=0;
always @(posedge clk)begin
if (clr) begin
  cnt <= 16'b0 ;
end 
else if (ld) begin
  cnt <= d;
end 
else if (en) begin
  cnt <= cnt + 1;
	end
if (cnt >= MAX)cy <= 1'd1;
  	else cy <= 1'd0;
end
assign q = cnt;
endmodule  
--- /design/flow/run.sh ---
#!/bin/bash
# OpenROAD 26Q1-2900-gdf79404cd8, Yosys 0.63+post, stock flow scripts
make -C /OpenROAD-flow-scripts/flow DESIGN_CONFIG=/design/flow/config.mk WORK_HOME=/design/flow/orfs finish
--- /design/flow/config.mk ---
export PLATFORM = sky130hd
export DESIGN_NAME = hit_counter
export DESIGN_NICKNAME = hit_counter
export VERILOG_FILES = /design/flow/design.v
export SDC_FILE = /design/flow/constraint.sdc
export NUM_CORES = 4
export LEC_CHECK = 1
export CORE_UTILIZATION = 50
--- /design/flow/constraint.sdc ---
current_design hit_counter

set clk_period 6.0
set clk_io_pct 0.2

create_clock -name clk0 -period $clk_period [get_ports {clk}]

set non_clock_inputs [all_inputs -no_clocks]
set_input_delay [expr $clk_period * $clk_io_pct] -clock clk0 $non_clock_inputs
set_output_delay [expr $clk_period * $clk_io_pct] -clock clk0 [all_outputs]
==> run_results.csv <==
group,metric,value,unit
finish,syn2layout_area_growth,9.78,%
clock_network,clock_buffer_count_from_cts,67,
power,ir_worst_vdd,0.000250,V
placement,globalplace.congestion,0.875,
clock_network,tritoncts,"done",
power,p_sw,2430,uW
yosys,yosys-stat-cells,3692,
job,warnings,129,
yosys,synth_chip_area,29800,sq um
setup_path,critPathKind,"reg2reg",
floorplanning,fp.dieH,246,um
setup_path,worst-r2r-cell-count,5,
global_route,groute.layer.met3.usage,4.04,%
placement,dp_worst_setup_slack,0.258,ns
routing,routed-via-count,25900,
routing,antenna_violating_nets_post_route,0,
yosys,synth-seq-area-share,38.7,%
setup_path,regToRegStartpoint,"cnt24.cy$_DFF_P_",
routing,detail_route.first_pass.iterations,5,
sta,maxSlewHeadroom,46.9,%
clock_network,cts_num_sinks,576,
min_path,worst_hold_startpoint,"cnt10.cnt[14]$_SDFFE_PP0P_",
placement,place.detailed.hpwl,46.5,mm
finish,largest-register,"ehit",
sta,maximum_clock_skew_at_final_layout,0.0529,ns
finish,drive_above_1_share,3.63,%
sta,final-max-slew-violation-count,0,
setup_path,worst_ep_required_time,3.56,ns
setup_path,critical_path.reg2reg.endpoint,"ehit[22]$_SDFF_NN0_",
routing,antenna_cells,0,
power,internal_power,6690,uW
clock_network,clk_pin_slew_worst_paths,0.06,ns
global_route,largest_net_degree_at_the_start_of_global_routing,158,
floorplanning,rows,89,
yosys,synth_top_cell_by_area,"sky130_fd_sc_hd__dfxtp_1",
power,p_leak,0.0105,uW
power,comb_power_share,8.3,%
sta,pin_slew_with_the_least_headroom_to_its_limit,0.797,ns
routing,drt-wirelength-per-cell,16.2,um
run_status,status,"complete, no violations",
clock_network,root_buffer,"sky130_fd_sc_hd__clkbuf_16",
min_path,worstHoldPathType,"reg2reg",
clock_network,cts.htree.levels,3,
global_route,grt_busiest_layer,"met1",
global_route,grtUsageMet2,35.0,%
power,share_clk_of_total_power,43.6,%
floorplanning,core_area,58900,sq um
sta,final_setup_viols,0,
sta,rsz0062_at_grt,"false",
clock_network,cts.repair.resized,0,
yosys,area_leaders,"sky130_fd_sc_hd__dfxtp_1, sky130_fd_sc_hd__xnor2_1, sky130_fd_sc_hd__a211oi_1",
setup_path,startpoint_class,"flip-flop",
sta,tns,0,ns
clock_network,post-cts-setup-buffers,0,
floorplanning,die_width,246,um
yosys,synthFlopType,"sky130_fd_sc_hd__dfxtp_1",
routing,drc,0,
floorplanning,die_area,60500,sq um
yosys,yosysWarnings,2,
setup_path,cp_data_arrival_time,2.75,ns
yosys,netlist.area_leader.share,38.7,%
routing,drt-initial-drc-count,1654,
finish,final_area,32700,sq um
floorplanning,io-pin-count,53,
setup_path,setup.worst_path.end_class,"flip-flop",
job,timing.max_cap.violations,0,
placement,detailed_place.area,30500,sq um
power,switching_share,26.6,%
setup_path,regToRegSetupSlack,0.81,ns
clock_network,ctsLongestPathBuffers,3,
sta,timing.final.ws_setup,0.810,ns
global_route,grt.met1_usage,40.7,%
floorplanning,initial_core_util,50.6,%
yosys,gate_count_after_technology_mapping,3692,
power,power-per-cell-area,279,nW/um^2
finish,max_ffs_per_register,32,
routing,totalWireLength,72.0,mm
yosys,async_flop_share,0,%
global_route,global_route.usage.total,24.8,%
placement,placement.io_buffers,52,
clock_network,cts.hold.buffers_added,0,
yosys,post_synthesis_instance_area,29800,sq um
yosys,synth.ff_latch_count,576,
power,finalPower,9110,uW
setup_path,crit_path_max_fanout,12,
global_route,first_global_vias,23700,
routing,routed_via_density,5.83,
global_route,grt_first_pass_wirelength,122,mm
min_path,min_to,"cnt10.cy$_DFF_P_",
finish,num-fill-cells,5240,
min_path,timing.hold.worst_path_depth,2,
global_route,grt_antenna_before_repair,0,
power,power.share.sequential,48.1,%
yosys,post_synth.cell_area_avg,8.07,sq um
yosys,synthDistinctLibCells,57,
sta,hold_viol,0,
yosys,number_of_flops_mapped_to_enable_cells_by_yosys,0,
global_route,grt.overflow.total,0,
clock_network,worst_skew_pair.late_latency,0.63,ns
layout by cell type, fill, tap and decap left out, types with 19 or more instances in the layout:
| master | count |
|---|---|
| sky130_fd_sc_hd__a211oi_1 | 281 |
| sky130_fd_sc_hd__a21oi_1 | 173 |
| sky130_fd_sc_hd__a311oi_1 | 44 |
| sky130_fd_sc_hd__and2_1 | 35 |
| sky130_fd_sc_hd__clkbuf_16 | 69 |
| sky130_fd_sc_hd__clkdlybuf4s50_1 | 50 |
| sky130_fd_sc_hd__dfxtp_1 | 576 |
| sky130_fd_sc_hd__ha_1 | 64 |
| sky130_fd_sc_hd__inv_1 | 180 |
| sky130_fd_sc_hd__nand2_1 | 339 |
| sky130_fd_sc_hd__nand3_1 | 144 |
| sky130_fd_sc_hd__nand4_1 | 188 |
| sky130_fd_sc_hd__nor2_1 | 364 |
| sky130_fd_sc_hd__nor3_1 | 133 |
| sky130_fd_sc_hd__nor4_1 | 174 |
| sky130_fd_sc_hd__o211a_1 | 33 |
| sky130_fd_sc_hd__o21a_1 | 19 |
| sky130_fd_sc_hd__o21ai_0 | 129 |
| sky130_fd_sc_hd__or3_1 | 55 |
| sky130_fd_sc_hd__xnor2_1 | 287 |
| sky130_fd_sc_hd__xor2_1 | 86 |
through the flow:
step	hold WS (ns)	util (%)	cells
floorplan	0.422	-	3692
global placement	0.470	51.8	4282
detailed placement	0.470	51.8	4282
CTS	0.475	55.5	4432
global route	0.507	55.5	4432
finish	0.475	55.5	4432
worst max-delay path by stage:
stage | cells after the start | from | slack, ns | endpoint
after CTS | 5 | cnt24.cy$_DFF_P_ | 0.67 | ehit[22]$_SDFF_NN0_
after global routing | 5 | cnt27.cy$_DFF_P_ | 0.49 | ehit[26]$_SDFF_NN0_
final | 5 | cnt24.cy$_DFF_P_ | 0.81 | ehit[22]$_SDFF_NN0_
final cells by class:
class                   count  area [sq um]  share of cell area (%)
flip-flops and latches    576         11500                    35.3
inverters                 149           567                    1.73
clock inverters            61           319                   0.976
repair buffers             72           717                    2.19
multi-input cells        2711         16700                    51.2
clock buffers              90          1870                    5.71
well taps                 773           967                    2.96
synthesized netlist by cell type (35+ instances only):
| cell type | n |
|---|---|
| sky130_fd_sc_hd__a311oi_1 | 44 |
| sky130_fd_sc_hd__o21ai_0 | 129 |
| sky130_fd_sc_hd__a211oi_1 | 281 |
| sky130_fd_sc_hd__xor2_1 | 86 |
| sky130_fd_sc_hd__clkbuf_1 | 234 |
| sky130_fd_sc_hd__nand2_1 | 339 |
| sky130_fd_sc_hd__nand4_1 | 188 |
| sky130_fd_sc_hd__a21oi_1 | 173 |
| sky130_fd_sc_hd__nand3_1 | 144 |
| sky130_fd_sc_hd__ha_1 | 64 |
| sky130_fd_sc_hd__nor2_1 | 364 |
| sky130_fd_sc_hd__nor3_1 | 134 |
| sky130_fd_sc_hd__dfxtp_1 | 576 |
| sky130_fd_sc_hd__or3_1 | 55 |
| sky130_fd_sc_hd__and2_1 | 35 |
| sky130_fd_sc_hd__inv_1 | 149 |
| sky130_fd_sc_hd__nor4_1 | 174 |
| sky130_fd_sc_hd__xnor2_1 | 287 |
worst max-delay path, cell delays in order, from the launching register on:
cell and delay [ns]:
sky130_fd_sc_hd__dfxtp_1 0.30, sky130_fd_sc_hd__nor4_1 0.42, sky130_fd_sc_hd__nand4_1 0.40, sky130_fd_sc_hd__nor3_2 0.54, sky130_fd_sc_hd__buf_4 0.34, sky130_fd_sc_hd__and2_1 0.16
power by group through the flow:
stage	Sequential (uW)	Combinational, uW	Clock, uW
4_1_cts	4380	768	4080
5_1_grt	4430	866	4260
6_report	4380	759	3970
kinds of logic (layout without fill, tap and decap cells):
logic type,count (synthesis),in the layout,synth area share [%]
flip-flops,576,576,38.7
XOR/XNOR,373,373,11.0
buffers and inverters,405,372,5.13
AND/OR/NAND/NOR,1502,1502,24.8
adder cells (fa/ha/maj),64,64,2.69
multiplexers,8,8,0.273
AND-OR/OR-AND,764,764,17.4
per-layer routing:
layer,routed length [um],vias up
li1,-,13200
met1,36900,12200
met2,30600,442
met3,3110,104
met4,1370,0
met5,0,-
Power is estimated from default activity; no workload was simulated.
